==> /design/flow/design.v <==
module rate_divider(clk, resetn, rate_in, q);
    input clk, resetn;
    input [27:0] rate_in;
    output q;
    reg [27:0] rate;
    always @(posedge clk) begin
        if (!resetn)
            rate <= rate_in;
        else begin
            if (rate == 28'd0)
                rate <= rate_in;
            else
                rate <= rate - 1'd1;
        end
    end
    assign q = (rate == 28'd0) ? 1'd1 : 1'd0;
endmodule  
==> /design/flow/run.sh <==
#!/bin/bash
# OpenROAD 26Q1-2900-gdf79404cd8, Yosys 0.63+post, stock flow scripts
make -C /OpenROAD-flow-scripts/flow DESIGN_CONFIG=/design/flow/config.mk WORK_HOME=/design/flow/orfs finish
==> /design/flow/config.mk <==
export PLATFORM = sky130hd
export DESIGN_NAME = rate_divider
export DESIGN_NICKNAME = rate_divider
export VERILOG_FILES = /design/flow/design.v
export SDC_FILE = /design/flow/constraint.sdc
export NUM_CORES = 4
export LEC_CHECK = 1
export CORE_UTILIZATION = 30
==> /design/flow/constraint.sdc <==
current_design rate_divider

set clk_period 9.3
set clk_io_pct 0.2

create_clock -name clk0 -period $clk_period [get_ports {clk}]

set non_clock_inputs [all_inputs -no_clocks]
set_input_delay [expr $clk_period * $clk_io_pct] -clock clk0 $non_clock_inputs
set_output_delay [expr $clk_period * $clk_io_pct] -clock clk0 [all_outputs]
==> run_results.csv <==
group,metric,value,unit
status,status,"complete, no violations",
clocking,clock.latency.late_pin,0.27,ns
place,placement.cell_area,1840,sq um
setup_path,required_time_worst_endpoint,7.44,ns
logic_synthesis,synth_async_sr_flop_share,0,%
final_layout,largest_register_ff_count,28,
place,dpl.hpwl,2.16,mm
die,core,4750,sq um
setup_path,cp_top_family,"simple AND/OR/NAND/NOR gates",
setup_path,crit_path_end_kind,"primary output",
clocking,cts_setup_buffers,0,
final_timing,finalHoldViolCount,0,
route,n_antenna_cell,0,
final_layout,multiInputGateArea,871,sq um
route,drc_errors,0,
global_route,pin_count_of_the_biggest_net_entering_global_routing,31,
clocking,cts_sinks,28,
logic_synthesis,synthesis.area,1480,sq um
global_route,grt_pass1_vias,1180,
logic_synthesis,yosys-top-cells-count,"sky130_fd_sc_hd__nand2_1, sky130_fd_sc_hd__dfxtp_1, sky130_fd_sc_hd__o21ai_1, sky130_fd_sc_hd__xnor2_1",
job,stage_log_warnings,26,
final_timing,timing.setup.tns,0,ns
logic_synthesis,syn-instance-count,184,
clocking,cts.hold.buffers_added,0,
setup_path,critical_path_cell_with_the_highest_stage_delay,"sky130_fd_sc_hd__clkdlybuf4s50_1",
logic_synthesis,postSynth.topFlopCell,"sky130_fd_sc_hd__dfxtp_1",
clocking,cts_buffer_depth,2,
global_route,number_of_antenna_violations_at_the_first_check_in_global_routing,0,
die,io-pin-count,31,
die,fraction_of_the_core_area_occupied_by_cells_at_floorplan,31.2,%
job,max_cap_viols,0,
final_timing,slew_headroom,63.2,%
final_timing,tightestPinTransition,0.547,ns
setup_path,cp_max_fo,4,
final_layout,biggestRegsByFlops,"rate x28",
die,fp-row-count,25,
die,floorplan.die.width,72.3,microns
clocking,cts_tree,"yes",
logic_synthesis,synth.avg_cell_area,8.06,sq um
final_layout,largest_register,"rate",
logic_synthesis,synth.yosys.num_cells,184,
final_layout,non_filler_instance_count_after_layout,279,
final_layout,final.fill_count,503,
setup_path,cp.arrival,2.22,ns
setup_path,critical_path.cell_chain,"or3_1 > nor4b_1 > nand2_1 > nor3_1 > clkdlybuf4s50_1",
final_timing,fmaxAchievable,0.245,GHz
final_timing,setup_viol,0,
route,number_of_vias_after_detailed_routing,1252,
route,detail_route.wl_per_cell,10.6,microns
pwr,irDropWorstVdd,0.0625,mV
place,dp_cells,275,
final_layout,design_area,1900,sq um
die,die-height,72.3,microns
final_timing,fin_hold_ws,0.497,ns
logic_synthesis,edf_count,0,
clocking,numCtsBuffers,3,
global_route,globalRouteTotalUtil,12.4,%
place,place_worst_setup_slack,5.54,ns
global_route,grt_pass1_wl,5.16,mm
logic_synthesis,synth_warn,1,
clocking,clk_pin_slew,0.09,ns
final_timing,rsz0062_at_grt,"no",
pwr,p_total,0.282,mW
route,drt_first_pass_iters,4,
pwr,p_per_area,149,nW/um^2
logic_synthesis,topCellsByArea,"sky130_fd_sc_hd__dfxtp_1, sky130_fd_sc_hd__xnor2_1, sky130_fd_sc_hd__o21ai_1",
setup_path,timing.critical_path.from_type,"flip-flop",
setup_path,critical_path_buf_inv_count,1,
setup_path,setup_cp_type,"reg -> out",
final_layout,drive_above_1_share,7.55,%
logic_synthesis,ys_seq_elements,28,
logic_synthesis,synth_top_area_share,37.8,%
logic_synthesis,synthDominantAreaCellType,"sky130_fd_sc_hd__dfxtp_1",
logic_synthesis,synth_cell_type_count,30,
final_timing,maxSlewViolCount,0,
route,routed_via_density,4.49,
final_timing,clock_skew,0.00199,ns
place,place.gp.congestion,0.781,
global_route,grt.overflow.total,0,
clocking,cts_htree_levels,1,
route,routed_wire_length,2.97,mm
route,detail-route-antenna-nets,0,
final_timing,finalWorstSetupSlack,5.22,ns
route,detail_route.iter0.violations,34,
final_layout,layout.area.seq,561,sq um
place,port_buffers,30,
logic_synthesis,synth.yosys.chip_area,1480,sq um
min_path,worst_hold_path_type,"reg -> reg",
setup_path,worst_path_largest_cell_delay,0.50,ns
clocking,clk_root_buffer_cell,"sky130_fd_sc_hd__clkbuf_8",
final_layout,syn2layout_area_growth,27.9,%
final_timing,fin_crit,4.08,ns
final_timing,post-route-period-util,43.8,%
final_layout,utilization,39.9,%
clocking,post_cts_resize_count,0,
pwr,power.leakage,0.654,nW
logic_synthesis,most_common_cell,"sky130_fd_sc_hd__nand2_1",
logic_synthesis,synth-seq-area-share,37.8,%
die,chipArea,5230,sq um
## cell usage in the layout (no fill, tap or decap), drive strengths merged, types with 2 or more instances in the layout
cell type      count
nor2              11
nand2b             2
xnor2             20
or3                8
o21ai             27
xor2               5
dfxtp             28
inv                5
or2                3
clkbuf             4
nand4              4
or4                2
nand2             29
nor3              11
ha                 2
nand3              3
clkdlybuf4s50     30
nor4              11
## power breakdown
group | internal, mW | switching (mW) | total [mW]
logic | 0.0320 | 0.0268 | 0.0588
clock network | 0.0379 | 0.0378 | 0.0757
registers | 0.134 | 0.0137 | 0.147
## area by class of cell
cell class | instances | area share [%]
Multi-Input combinational cell | 144 | 45.9
Sequential cell | 28 | 29.6
Timing Repair Buffer | 31 | 16.2
Tap cell | 67 | 4.42
Clock buffer | 4 | 2.90
Inverter | 5 | 0.989
## path summary, 6_finish.rpt
check | from | endpoint | slack [ns] | cells after the start
max | rate[18]$_DFF_P_ | q | 5.22 | 5
min | rate[0]$_DFF_P_ | rate[0]$_DFF_P_ | 0.50 | 1
max reg2reg | rate[2]$_DFF_P_ | rate[12]$_DFF_P_ | 6.96 | 6
min reg2reg | rate[0]$_DFF_P_ | rate[0]$_DFF_P_ | 0.50 | 1
## cell families (layout without fill, tap and decap cells)
family | Yosys count | after routing | share of synthesized area, %
and+or+nand+nor | 88 | 88 | 31.2
AOI/OAI and AO/OA | 28 | 28 | 10.3
DFF | 28 | 28 | 37.8
xor gates and xnor gates | 25 | 25 | 14.8
buffers and inverters | 12 | 40 | 3.54
adders and majority gates | 2 | 2 | 1.69
muxes | 1 | 1 | 0.675
## routing by layer
layer	GRT usage, %	up-vias	part of all wire, %
li1	-	695	-
met1	19.2	532	53
met2	19.8	21	43
met3	1.13	4	3.3
met4	1.53	0	1.3
met5	0	-	0
Power is estimated from default activity; no workload was simulated.
